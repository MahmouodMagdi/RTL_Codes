$ cat design/flow/design.v
module De_Serializer #(
	parameter  DATA_WIDTH =  8 , 
	parameter  Counter_Width = 3)
(
	input                           clock_in,
	input                           reset_n,
	input                           Data_in,
	output reg                      clock_out,
	output reg [DATA_WIDTH - 1:0]   Data_out
);
	reg  [Counter_Width - 1 : 0]    counter;
always @(posedge clock_in or negedge reset_n)
begin
  if(!reset_n)
  begin
    Data_out <= 8'b0;
  end
  else
  begin
    Data_out <={ Data_in,Data_out[(DATA_WIDTH - 1) : 1]};
  end
end
always@(posedge clock_in or negedge reset_n)
begin
    if(!reset_n)      
	begin
        counter   <= 3'b0;
        clock_out <= 1'b0;
    end
    else if(counter == Counter_Width)
    begin
        counter    <= 3'b0;
        clock_out  <= !clock_out;
    end
	else
    begin
        counter  <= counter + 1;
    end
end
endmodule
$ cat design/flow/run.sh
#!/bin/bash
# OpenROAD 26Q1-2900-gdf79404cd8, Yosys 0.63+post, stock flow scripts
make -C /OpenROAD-flow-scripts/flow DESIGN_CONFIG=/design/flow/config.mk WORK_HOME=/design/flow/orfs finish
$ cat design/flow/config.mk
export PLATFORM = sky130hd
export DESIGN_NAME = De_Serializer
export DESIGN_NICKNAME = De_Serializer
export VERILOG_FILES = /design/flow/design.v
export SDC_FILE = /design/flow/constraint.sdc
export NUM_CORES = 4
export LEC_CHECK = 1
export CORE_AREA = 10 10 70 70
export DIE_AREA = 0 0 80 80
$ cat design/flow/constraint.sdc
current_design De_Serializer

set clk_period 1.2
set clk_io_pct 0.2

create_clock -name clk0 -period $clk_period [get_ports {clock_in}]

set non_clock_inputs [all_inputs -no_clocks]
set_input_delay [expr $clk_period * $clk_io_pct] -clock clk0 $non_clock_inputs
set_output_delay [expr $clk_period * $clk_io_pct] -clock clk0 [all_outputs]
==> summary.rpt <==
=================================================================================================
Dominant cell by count in the synthesized netlist                                    sky130_fd_sc_hd__dfrtp_1
Unrepaired setup endpoints after global routing                                                no
Clk sink count                                                                                 12
Fraction of layout instances using a drive strength above 1                                 22.2%
First-pass iteration count of the detailed router                                               1
Total power density per cell area                                                    1240 nW/um^2
Most area-consuming cells after synthesis                                            sky130_fd_sc_hd__dfrtp_1 (84%), sky130_fd_sc_hd__nand2b_4 (3.9%), sky130_fd_sc_hd__ha_1 (3.5%)
OpenROAD warning count                                                                         25
Boundary Pins                                                                                  12
Maximum capacitance violations                                                                  0
Fill count                                                                                    393
Clock buffer depth                                                                              2
YS chip area                                                                            357 sq um
Worst path max stage delay                                                                0.37 ns
HPWL after detailed placement                                                              527 um
Number of setup violations in the final report                                                  0
Cell type of the slowest stage on the worst timing path                              sky130_fd_sc_hd__dfrtp_1
Number of global-route vias before repair                                                     223
Port-buffer cells                                                                              11
CP Max Fanout                                                                                   2
Summed instance area of the synthesized netlist                                         357 sq um
Relative max-transition margin                                                              88.3%
Leading area contributor after synthesis                                             sky130_fd_sc_hd__dfrtp_1
Via-to-Cell Ratio                                                                            2.44
Worst-margin pin slew                                                                    0.175 ns
Synth warn                                                                                      1
Sequential element share of the synthesized area                                            84.2%
Crit path DAT                                                                             0.89 ns
Clock tree from TritonCTS                                                                   built
Hold Slack                                                                               0.272 ns
Maximum operating frequency                                                               888 MHz
Placeable core region                                                                  3420 sq um
Initial detailed-routing violation count                                                        0
Sum of routed wire length over all layers                                                  678 um
Number of buffers added by the clock tree synthesis step                                        3
Startpoint type of the worst setup path                                                      flop
CP Buf/Inv Count                                                                                1
GRT Resource Usage Total                                                                    2.29%
Setup slack after placement                                                              0.110 ns
Number of vias after detailed routing                                                         200
Gate family responsible for the most delay along the worst path                        flip-flops
Last weighted congestion value of the routability-driven placer                             0.732
Period utilisation layout                                                                   93.9%
Clock Root Buffer                                                                    sky130_fd_sc_hd__clkbuf_4
Die width                                                                                   80 um
VDD IR-drop max                                                                          0.417 mV
Maximum number of pins on one net before global-route repair                                   13
Insertion delay at the late pin of the worst-skew pair                                    0.26 ns
Number of enable-type register cells in the synthesized netlist                                 0
Setup TNS                                                                                    0 ns
Commonest register cell after synthesis                                              sky130_fd_sc_hd__dfrtp_1
CTS clk-pin slew, worst paths                                                             0.07 ns
Crit. End Element                                                                      output pin
Diode count                                                                                     0
Smallest setup slack after layout                                                       0.0734 ns
Post-Route Utilization                                                                      16.3%
Largest clock skew in the final design                                                 0.00650 ns
Final hold violation count                                                                      0
H-tree levels                                                                                   1
Number of distinct library cell variants in the gate-level netlist after synthesis              8
Final-report max-slew violation count                                                           0
Synth Instances                                                                                19
Die Area                                                                               6400 sq um
Post-layout minimum cycle time                                                            1.13 ns
Share of the core filled by cells before placement                                          10.4%
Lkg Pwr                                                                               0.000262 uW
Y dimension of the die                                                                      80 um
Crit path DRT                                                                             0.96 ns
Global-route wire length before repair                                                    1.08 mm
Critical path cell sequence                                                          dlygate4sd2_1
Synthesis-to-finish area growth                                                             56.5%
Ys async rst share                                                                           100%
CTS Hold Bufs                                                                                   0
Initial antenna violation count                                                                 0
CP Class                                                                             flop to output pin
Residual DRC                                                                                    0
Routed wire per std cell                                                                  8.27 um
Top-area cell share                                                                         84.2%
# rows                                                                                         21
Yosys Instances                                                                                19
Average size of a mapped cell                                                          18.8 sq um
Synthesized flop and latch total                                                               12
Class of the tightest hold or removal check                                          input port to async pin
Run status                                                                           complete, no violations
Remaining antenna violation count                                                               0
Gr ovfl total                                                                                   0
=================================================================================================
[metal layers]
layer,vias up,share of wire [%],GRT usage (%)
met4,0,1.5,0.528
met1,96,41,2.54
met5,-,0,0
li1,94,-,-
met2,8,44,3.05
met3,2,13,2.27
[area by class of cell]
class                      instances  area [sq um]  area share (%)
clock buffer                       3          22.5            4.04
inverter                           1          3.75           0.673
multi-input combinational          6          52.6            9.42
sequential                        12           300            53.8
tap                               46          57.6            10.3
timing repair buffer              14           121            21.7
[logic make-up (layout without fill, tap and decap cells)]
group,count (synthesis),in the layout,share of synthesized area [%]
adders and majority gates,1,1,3.51
buffers and inverters,1,18,1.05
AOI/OAI and AO/OA,1,1,1.40
and+or+nand+nor,3,3,7.37
xor gates and xnor gates,1,1,2.46
DFF,12,12,84.2
[through the flow]
step | total power [uW] | cells | area, sq um
after floorplan | 427 | 19 | 357
after CTS | 713 | 82 | 558
after global placement | 474 | 77 | 532
after global routing | 742 | 82 | 558
final | 692 | 82 | 558
after detailed placement | 474 | 77 | 532
[flip-flops by register name, indices dropped and copies added (netlist names)]
register   flops
clock_out      1
Data_out       8
counter        3
[final timing paths]
check / from / end / slack [ns] / cells past startpoint
worst max-delay path: clock_out$_DFFE_PN0N_ / clock_out / 0.07 / 1
worst min-delay path: reset_n / Data_out[0]$_DFF_PN0_ / 0.27 / 2
worst max register to register: counter[0]$_DFF_PN0_ / clock_out$_DFFE_PN0N_ / 0.29 / 3
worst min register to register: Data_out[3]$_DFF_PN0_ / Data_out[2]$_DFF_PN0_ / 0.36 / 0
max in group asynchronous: reset_n / Data_out[3]$_DFF_PN0_ / 0.77 / 2
min in group clk0: Data_out[3]$_DFF_PN0_ / Data_out[2]$_DFF_PN0_ / 0.36 / 0
[what timing repair did]
| action | in CTS | in global routing |
|---|---|---|
| gates resized | 9 | 0 |
| buffers inserted | 2 | 0 |
| setup endpoints to repair | 9 | 0 |
[layout by cell type (no fill, tap or decap)]
cell	count
sky130_fd_sc_hd__a21oi_1	1
sky130_fd_sc_hd__and2_4	1
sky130_fd_sc_hd__buf_4	3
sky130_fd_sc_hd__clkbuf_4	3
sky130_fd_sc_hd__clkdlybuf4s50_1	2
sky130_fd_sc_hd__dfrtp_1	12
sky130_fd_sc_hd__dlygate4sd2_1	9
sky130_fd_sc_hd__ha_1	1
sky130_fd_sc_hd__inv_1	1
sky130_fd_sc_hd__nand2b_4	1
sky130_fd_sc_hd__nor2_1	1
sky130_fd_sc_hd__xnor2_1	1
[where the power goes]
part	switching (uW)	internal (uW)
sequential	5.21	418
clock	120	116
combinational	10.6	22.4
Power figures rest on the tool's default switching activity, not on a simulated workload.
