**./config.mk**
```make
export PLATFORM = sky130hd
export DESIGN_NAME = CRC_16
export DESIGN_NICKNAME = CRC_16
export VERILOG_FILES = /design/flow/design.v
export SDC_FILE = /design/flow/constraint.sdc
export NUM_CORES = 4
export LEC_CHECK = 1
export CORE_AREA = 10 10 104 104
export DIE_AREA = 0 0 114 114
```
**./constraint.sdc**
```tcl
current_design CRC_16

set clk_period 2.8
set clk_io_pct 0.2

create_clock -name clk0 -period $clk_period [get_ports {clk}]

set non_clock_inputs [all_inputs -no_clocks]
set_input_delay [expr $clk_period * $clk_io_pct] -clock clk0 $non_clock_inputs
set_output_delay [expr $clk_period * $clk_io_pct] -clock clk0 [all_outputs]
```
**./design.v**
```verilog
module CRC_16 #(
	parameter Remainder_Width = 16									 
)(
	input 	clk,													 
	input	reset_n,												 
	input	Data_in,												 
	input	Start,													 
	output	reg CRC,												 
	output  reg Done												 
);
	reg  [Remainder_Width - 1 :0] R;								 
	reg  [4:0] 					  counter;							 
	wire       					  Feedback;							 
	assign Feedback = Data_in ^ R[0];
	always @(posedge clk or negedge reset_n)
	begin
		if (!reset_n)												 
		begin
			CRC     <= 1'b0;
			Done    <= 1'b0;
			R       <= 16'b0;
			counter <= 5'b00000;
		end
		else 
		begin
			if (Start)												 
			begin
				R[0]  <= R[1];
				R[1]  <= R[2];
				R[2]  <= R[3];
				R[3]  <= R[4] ^ Feedback;
				R[4]  <= R[5];
				R[5]  <= R[6];
				R[6]  <= R[7];
				R[7]  <= R[8];
				R[8]  <= R[9];
				R[9]  <= R[10];
				R[10] <= R[11] ^ Feedback;
				R[11] <= R[12];
				R[12] <= R[13];
				R[13] <= R[14];
				R[14] <= R[15];
				R[15] <= Feedback;
				Done <= 1'b0;
			end
			else if (counter != 5'b10000)							 
			begin
				counter <= counter + 1'b1;
				CRC   <= R[0];
				R[0]  <= R[1];
				R[1]  <= R[2];
				R[2]  <= R[3];
				R[3]  <= R[4];
				R[4]  <= R[5];
				R[5]  <= R[6];
				R[6]  <= R[7];
				R[7]  <= R[8];
				R[8]  <= R[9];
				R[9]  <= R[10];
				R[10] <= R[11];
				R[11] <= R[12];
				R[12] <= R[13];
				R[13] <= R[14];
				R[14] <= R[15];
				R[15] <= 1'b0;
				Done <= 1'b1;
			end
			else
			begin
				CRC  <= 1'b0;
				Done <= 1'b0;
			end
		end
	end
endmodule 	
```
**./run.sh**
```bash
#!/bin/bash
# OpenROAD 26Q1-2900-gdf79404cd8, Yosys 0.63+post, stock flow scripts
make -C /OpenROAD-flow-scripts/flow DESIGN_CONFIG=/design/flow/config.mk WORK_HOME=/design/flow/orfs finish
```
==> Flow_metrics.wiki <==
== Implementation results ==
{| class="wikitable"
! Metric !! Value
|-
| Die X || 114 um
|-
| WP data arrival || 2.12 ns
|-
| Leading cell types by total area after synthesis || sky130_fd_sc_hd__dfrtp_1, sky130_fd_sc_hd__mux2_4, sky130_fd_sc_hd__mux2_2
|-
| Highest fanout seen on the critical path || 11
|-
| Static Leakage || between 0.5 and 0.6 nW
|-
| Cell total in the yosys stat output || roughly 68
|-
| Die area || 0.0130 mm2
|-
| Number of I/O port buffers || 5
|-
| Worst hold path type || reg -> reg
|-
| WL per Instance || 7.79 um
|-
| Antenna violations before repair || 0
|-
| Prevailing post-synth register cell || sky130_fd_sc_hd__dfrtp_1
|-
| Diode count || 0
|-
| Pwr per Cell Area || roughly 900 mW/mm2
|-
| Number of flip-flops and latches in the synthesized netlist || 23
|-
| OpenROAD warnings || 26
|-
| Kind of capture point of the worst setup path || flop
|-
| Setup repair after global routing missed its margin || no
|-
| Longest individual stage delay on the worst path || ~0.40 ns
|-
| HP Start || counter[4]
|-
| CTS hold repair buffers || 0
|-
| Root cell of the clock tree || sky130_fd_sc_hd__clkbuf_8
|-
| Relative slew margins || 0.771
|-
| Library cell occupying the most area in the post-synthesis netlist || sky130_fd_sc_hd__dfrtp_1
|-
| Clock-pin slew on the worst setup and hold paths || roughly 0.080 ns
|-
| Critical-path cell with the highest stage delay || sky130_fd_sc_hd__dfrtp_1
|-
| Worst hold margin || 0.481 ns
|-
| TritonCTS clock tree || done
|-
| Worst ir drop on vdd || ~0.00024 V
|-
| Start point of the critical path || counter[0]
|-
| Launch instance of the worst register-to-register path || counter[0]
|-
| Crit Path Category || reg -> reg
|-
| Via count of the first global-routing pass || 537
|-
| Synthesized instance count || around 70
|-
| Async S/R FF share, synth || 1.00
|-
| Portion of the post-synthesis area used by sequential elements || 0.565
|-
| Setup bufs post-CTS || 0
|-
| Max_cap viols || 0
|-
| Most instantiated logic cell after routing || sky130_fd_sc_hd__dfrtp_1
|-
| I/O pin cnt || 6
|-
| Total Power Consumption || 1.11 mW
|-
| Count of endpoints failing setup in the final report || 0
|-
| Global route overflow || 0
|-
| Status || completed
|-
| Summed standard-cell area reported by yosys || 0.00102 mm2
|-
| Leading cell types in the layout, fill and taps excluded || sky130_fd_sc_hd__dfrtp_1, sky130_fd_sc_hd__mux2_4, sky130_fd_sc_hd__mux2_2, sky130_fd_sc_hd__xnor2_1, sky130_fd_sc_hd__clkdlybuf4s50_1
|-
| Final routed wirelength across all metal layers || 1430 um
|-
| Actual slew at the worst max-slew pin || between 0.3 and 0.4 ns
|-
| Highest Clock Rate || 507 MHz
|-
| Clk Latency, worst-skew pair || 0.26 ns
|-
| Proportion of layout cells with a drive suffix above 1 || 0.289
|-
| Synthesis Warnings || 1
|-
| Most frequent CP cell || sky130_fd_sc_hd__buf_4
|-
| Crit share post-route || 0.704
|-
| Number of flops mapped to enable cells by yosys || 0
|-
| Cts bufs inserted || 3
|-
| Sum of negative setup slack || 0 ns
|-
| Critical Path, Cell by Cell || inv_1 -> ha_1 -> nor4bb_1 -> buf_4 -> and2b_1 -> buf_4 -> mux2_2
|-
| All-layer global routing usage || 0.0237
|-
| DRT Pass-1 Iters || 3
|-
| Layout Area Growth over Synthesis || 20.6%
|-
| Core Density at Floorplan || 0.117
|-
| Final critical-path required period || roughly 2 ns
|-
| Global-route wire length before repair || 2590 um
|-
| Crit path launch type || flop
|-
| Placement row count || 34
|-
| Routed vias/inst || about 2.6
|-
| Cell area after synthesis || about 0.0010 mm2
|-
| Largest buffer count on any clock path || 2
|-
| Post-synth top area share || 0.565
|-
| Area of the placeable core || 0.00868 mm2
|-
| Number of instances resized during post-cts repair || 0
|-
| Average cell area after synthesis || 15.0 um2
|-
| Largest net degree at the start of global routing || 24
|-
| Post-DRT Antenna Nets || 0
|-
| Height of the die || 114 um
|-
| CTS H-tree lvls || 1
|-
| Count of clock tree sinks || 23
|-
| Required time of the worst setup path || around 3 ns
|-
| Number of unique standard cell types used by synthesis || 21
|-
| Total count of max-transition violations in the final report || 0
|-
| Hold violation total from the final report || 0
|-
| Violation count after the first detailed-routing iteration || 39
|-
| Vias after detailed routing || between 400 and 500
|-
| Final worst clock skew || 0.00479 ns
|-
| Last weighted congestion value of the routability-driven placer || roughly 0.71
|-
| Drc violations || 0
|}
[sequential cells by signal, summed over array words and instances (netlist names)]
signal and flops:
CRC 1, R 16, Done 1, counter 5
[where the power goes]
| part | internal, mW | switching [mW] |
|---|---|---|
| logic | 0.223 | 0.108 |
| registers | 0.483 | 0.0992 |
| clock network | 0.0991 | 0.102 |
| total | 0.804 | 0.309 |
[synthesized netlist by cell type (2+ instances only)]
| master | instances |
|---|---|
| sky130_fd_sc_hd__inv_1 | 2 |
| sky130_fd_sc_hd__mux2_4 | 9 |
| sky130_fd_sc_hd__mux2i_1 | 4 |
| sky130_fd_sc_hd__nor2_1 | 2 |
| sky130_fd_sc_hd__xnor2_1 | 5 |
| sky130_fd_sc_hd__nand3_1 | 2 |
| sky130_fd_sc_hd__dfrtp_1 | 23 |
| sky130_fd_sc_hd__ha_1 | 2 |
| sky130_fd_sc_hd__nor2b_1 | 2 |
| sky130_fd_sc_hd__mux2_2 | 6 |
[per-stage QoR]
stage | worst slack, ns | instance area (um2) | util | cells
after floorplan | 1.07 | 1020 | - | 68
after global placement | 0.596 | 1180 | 0.136 | 180
after detailed placement | 0.582 | 1180 | 0.136 | 180
after CTS | 0.811 | 1230 | 0.142 | 184
after global routing | 0.705 | 1230 | 0.142 | 184
final | 0.828 | 1230 | 0.142 | 184
[cell type report]
class                           count  area [um2]
Inverter                            2        7.51
Timing Repair Buffer                8        72.6
Clock buffer                        3        41.3
Fill cell                         986        7450
Tap cell                          108         135
Sequential cell                    23         576
Clock inverter                      1        5.00
Multi-Input combinational cell     39         392
[critical path: cells and delay by family, from the launching register on]
family	cells	cell delay, ns
buffers and inverters	3	0.53
and+or+nand+nor	2	0.42
DFF	1	0.40
muxes	1	0.35
adders and majority gates	1	0.15
[cells by family after synthesis]
| family | count (synthesis) | synth area share |
|---|---|---|
| compound gates | 2 | 0.0135 |
| xor+xnor | 6 | 0.0516 |
| fa+ha+maj | 2 | 0.0246 |
| buf+inv | 6 | 0.0504 |
| flops | 23 | 0.565 |
| mux | 19 | 0.238 |
| simple gates | 10 | 0.0565 |
[path summary, 6_finish.rpt]
check | depth (start not counted) | end | slack [ns]
worst max-delay path | 7 | R[1] | 0.83
min in group asynchronous | 2 | R[2] | 0.65
max in group asynchronous | 2 | R[5] | 1.93
worst max register to register | 7 | R[1] | 0.83
worst min-delay path | 1 | counter[4] | 0.48
worst min register to register | 1 | counter[4] | 0.48
[metal layers]
layer  part of all wire  track usage  wire [um]
met1               0.49       0.0316        706
met2               0.45       0.0357        646
met3              0.033      0.00851         47
met4              0.024      0.00585         34
met5                  0            0          0
Power figures rest on the tool's default switching activity, not on a simulated workload.
