**flow/design.v**
```verilog
module Unsigned_16_bit_DIVIDER #(
		parameter DATA_WIDTH = 16									
)(
		input  reg 					  Clk, 									 
		input  reg 					  reset_n,								 
		input  reg 					  start_division,						 
		input  reg [DATA_WIDTH -1 :0] DIVIDEND,								 
		input  reg [DATA_WIDTH -1 :0] DIVISOR, 								 
		output reg [DATA_WIDTH - 1:0] quotient, 							 
		output     [DATA_WIDTH -1 :0] remainder,							 
		output  					  output_ready,							 
		output reg 					  Error									 
);
	reg [4:0] counter;														 
	reg [(DATA_WIDTH * 2) - 1 :0] dividend_copy; 							 
	reg [(DATA_WIDTH * 2) - 1 :0] DIVISOR_copy; 							 
	reg [(DATA_WIDTH * 2) - 1 :0] diff;										 
	assign remainder = dividend_copy[DATA_WIDTH - 1 :0];
	initial counter = 4'b0;		
	assign output_ready = !counter;
always @(posedge Clk or negedge reset_n) begin
		if (!reset_n) begin													 
			quotient 	  <= 16'b0;
			counter       <= 5'b0;
			dividend_copy <= 32'b0;
			DIVISOR_copy  <= 32'b0;
		end
		else if (output_ready && start_division) begin						 
			if (DIVISOR == 16'b0) begin										 
				Error <= 1'b1;												 
			end
			else begin														 
				counter  <= 16;												 
				Error    <= 1'b0;											 
				quotient <= 16'b0;											
				dividend_copy = {16'b0, DIVIDEND};							 
				DIVISOR_copy = {1'b0, DIVISOR, 15'b0};						 
			end
		end
		else if (!output_ready) begin										 
			diff = dividend_copy - DIVISOR_copy;							 
			quotient = quotient << 1;										 
			if (!diff[31]) begin											
				dividend_copy = diff;
				quotient[0] = 1'b1;
			end
			DIVISOR_copy = DIVISOR_copy >> 1;
			counter = counter - 1;
		end
	end
endmodule
```
**flow/run.sh**
```bash
#!/bin/bash
# OpenROAD 26Q1-2900-gdf79404cd8, Yosys 0.63+post, stock flow scripts
make -C /OpenROAD-flow-scripts/flow DESIGN_CONFIG=/design/flow/config.mk WORK_HOME=/design/flow/orfs finish
```
**flow/config.mk**
```make
export PLATFORM = sky130hd
export DESIGN_NAME = Unsigned_16_bit_DIVIDER
export DESIGN_NICKNAME = Unsigned_16_bit_DIVIDER
export VERILOG_FILES = /design/flow/design.v
export SDC_FILE = /design/flow/constraint.sdc
export NUM_CORES = 4
export LEC_CHECK = 1
export CORE_UTILIZATION = 50
```
**flow/constraint.sdc**
```tcl
current_design Unsigned_16_bit_DIVIDER

set clk_period 12.2
set clk_io_pct 0.2

create_clock -name clk0 -period $clk_period [get_ports {Clk}]

set non_clock_inputs [all_inputs -no_clocks]
set_input_delay [expr $clk_period * $clk_io_pct] -clock clk0 $non_clock_inputs
set_output_delay [expr $clk_period * $clk_io_pct] -clock clk0 [all_outputs]
```
==> summary.txt <==
run metrics: result of the run complete, no violations, Via-to-Cell Ratio 5.545, core outline area around 11,000 sq um, total number of H-tree levels 3, total antenna diodes in the routed design 0, Die Ht about 110 microns, Total Power Consumption ~2.3 mW, PD cells around 360 nW/um^2, Crit Path Category register to primary output, # rows 38, number of library cell types mapped by synthesis around 60, f_max between 150 and 200 MHz, post-route minimum period a little over 5 ns, die width 107.2 microns, clock transition at the registers of the reported paths approximately 0.090 ns, post-synthesis sequential area ratio 38.09%, wire length of the first global-routing pass ~21,000 microns, endpoint of the worst-slack reg-to-reg timing path DIVISOR_copy[15], half-perimeter wire length after detailed placement 9105 microns, hold slack final 0.4864 ns, count of flip-flops with a built-in enable after synthesis 1, post-CTS setup buffer count 0, most common cell after layout, fill and taps aside sky130_fd_sc_hd__nand2_1, worst hold path cell count 1, number of max-capacitance violations reported 0, final clock period utilization by the worst path between 40% and 50%, yosys stat cell total ~650, cell seen most often among critical-path stages sky130_fd_sc_hd__nand2b_1, sort of element at the end of the critical path primary output, switching power 1.036 mW, proportion of layout cells with a drive suffix above 1 approximately 6.6%, slack of the worst reg-to-reg path slightly below 9 ns, top flip-flop cell by instance count after synthesis sky130_fd_sc_hd__dfrtp_1, clock tree from TritonCTS yes, hold buffer count at CTS 0, worst slew margin relative to its limit between 30% and 40%, arrival time at the worst endpoint approximately 2.8 ns, total number of vias around 4.6k, sum of routed wire length over all layers around 13,000 microns, fraction of power consumed by sequential logic ~23%, Cells after Synth between 600 and 700, Final Hold Vio Count 0, post-route antenna net violation count 0, total number of warnings across the stage logs 26, worst hold path class register to register, Req. time, crit path 9.76 ns, GRT Residual Overflow 0, post-synthesis to final-layout area growth 14.50%, floorplan utilization approximately 51%, antenna violations before repair 0, startpoint class of the critical path register, switch share between 40% and 50%, power share of the combinational group between 60 and 70%, Worst IR Drop VDD 0.1628 mV, number of design rule violations left after detail routing 0, hold_sp counter[3], average routed wire per standard cell approximately 15 microns, number of global-route vias before repair 4,370, library cell contributing the largest single delay on the critical path sky130_fd_sc_hd__clkdlybuf4s50_1, CTS sink count about 84, max-slew violation count 0, Final Setup Violations 0, Crit Path Max Fanout around 53, number of DRC markers in iteration 0 about 250, RePlAce Congestion roughly 0.95, fraction of registers with async set or reset after synthesis a little over nine tenths, area of the synthesized netlist per yosys stat roughly 5500 sq um, commonest cells after routing, fill and taps aside sky130_fd_sc_hd__nand2_1 (95), sky130_fd_sc_hd__dfrtp_1 (83), sky130_fd_sc_hd__clkdlybuf4s50_1 (67), TritonCTS buffer count 9, number of port buffers 68, total global routing track utilization 24.35%, slowest cell delay on critical path 0.56 ns, Skew-Pair Late Insertion Delay ~0.37 ns, leak pwr between 2 and 3 nW, transition time at the pin with the least slew margin between 0.9 and 1 ns, post_cts resized 0, number of top-level pins just under 70, post-synthesis instance area about 5500 sq um, Buffers & Inverters on Critical Path 4, Setup TNS Final 0 ns, dominant delay contributor by cell family on the critical path buffers and inverters, worst reg-to-reg path cell count 12, r2r startpoint counter[0], Die Area roughly 11,000 sq um, design internal power approximately 1.3 mW, cell at the root of the clock tree sky130_fd_sc_hd__clkbuf_8, #FFs+latches synth 84, Synth Area per Inst 8.458 sq um, Pre-antenna DRT Iters 4, unrepaired setup endpoints after global routing false, clock share of power between 8 and 9%, Critical Path, Cell by Cell inv_1 > ha_1 > nand2b_1 > nand2b_1 > inv_2 > buf_4 > clkdlybuf4s50_1, Hold Path End counter[3], CTS max path bufs 2, post-route clock skew 0.01308 ns, largest net degree at the start of global routing ~54, Yosys warning total 1
-- worst register-to-register path: cells and delay by family (launching register included) --
family	cells	cell delay, ns
fa+ha+maj	1	0.21
simple gates	6	1.96
compound gates	1	0.06
buf+inv	4	0.76
flops	1	0.40
-- metal layers --
layer / up-vias / global-route usage [%] / share of wire (%)
li1: 2343 / - / -
met1: 2200 / 37.60 / 48
met2: 82 / 39.08 / 46
met3: 11 / 2.914 / 4.6
met4: 0 / 3.327 / 1.1
met5: - / 0 / 0
-- sequential cells by signal, indices dropped and copies added, names as in the netlist --
| signal | count |
|---|---|
| Error | 1 |
| quotient | 16 |
| DIVISOR_copy | 31 |
| dividend_copy | 31 |
| counter | 5 |
-- Yosys cell counts, types with 3 or more instances --
master / instances / area, sq um
sky130_fd_sc_hd__nor4_1: 6 / 37.54
sky130_fd_sc_hd__inv_1: 39 / 146.4
sky130_fd_sc_hd__nand2b_1: 12 / 75.07
sky130_fd_sc_hd__buf_2: 3 / 15.01
sky130_fd_sc_hd__xnor2_1: 10 / 87.58
sky130_fd_sc_hd__buf_1: 3 / 11.26
sky130_fd_sc_hd__nand2_1: 95 / 356.6
sky130_fd_sc_hd__dfrtp_1: 83 / 2077
sky130_fd_sc_hd__nand3_1: 31 / 155.2
sky130_fd_sc_hd__a21o_1: 12 / 90.09
sky130_fd_sc_hd__nor3_1: 5 / 25.02
sky130_fd_sc_hd__mux2_4: 8 / 120.1
sky130_fd_sc_hd__clkbuf_1: 19 / 71.32
sky130_fd_sc_hd__o31ai_1: 12 / 90.09
sky130_fd_sc_hd__xor2_1: 14 / 122.6
sky130_fd_sc_hd__o21ai_0: 55 / 275.3
sky130_fd_sc_hd__o211ai_1: 5 / 37.54
sky130_fd_sc_hd__buf_6: 4 / 45.04
sky130_fd_sc_hd__a21oi_1: 45 / 225.2
sky130_fd_sc_hd__nor2_1: 54 / 202.7
sky130_fd_sc_hd__ha_1: 32 / 400.4
sky130_fd_sc_hd__a31oi_1: 19 / 118.9
sky130_fd_sc_hd__a2111oi_0: 3 / 26.28
sky130_fd_sc_hd__o21a_1: 3 / 22.52
sky130_fd_sc_hd__o2111ai_1: 3 / 26.28
sky130_fd_sc_hd__nor2b_1: 8 / 50.05
sky130_fd_sc_hd__buf_4: 17 / 127.6
sky130_fd_sc_hd__o2bb2ai_1: 3 / 26.28
sky130_fd_sc_hd__and3_1: 7 / 43.79
sky130_fd_sc_hd__mux2_2: 7 / 78.83
-- cell families after synthesis --
| group | after synthesis | share of synthesized area [%] |
|---|---|---|
| adder cells (fa/ha/maj) | 33 | 7.600 |
| AND-OR/OR-AND | 178 | 19.86 |
| XOR/XNOR | 24 | 3.800 |
| multiplexers | 17 | 3.959 |
| buffers and inverters | 87 | 7.690 |
| AND/OR/NAND/NOR | 231 | 19.00 |
| flip-flops | 84 | 38.09 |
-- worst max-delay path by stage --
stage / startpoint / endpoint / slack [ns] / cells after the start
after global routing: counter[0] / output_ready / 6.76 / 7
after CTS: counter[0] / output_ready / 7.00 / 7
final: counter[0] / output_ready / 7.01 / 7
-- power groups by stage --
stage | sequential, mW | clock (mW) | combinational (mW)
global route | 0.548 | 0.210 | 1.77
finish | 0.527 | 0.191 | 1.58
CTS | 0.528 | 0.196 | 1.58
-- cell type report --
type                    instances  area (sq um)
fillers                       967          4459
multi-input cells             483          2999
flip-flops and latches         84          2107
repair buffers                 73         715.7
well taps                     140         175.2
inverters                      40         150.1
clock buffers                  10         137.6
clock inverters                 6         48.80
-- per-stage QoR --
| step | utilization, % | area [sq um] | setup WS (ns) | instances |
|---|---|---|---|---|
| final | 58.68 | 6334 | 7.007 | 836 |
| after global routing | 58.68 | 6334 | 6.759 | 836 |
| after CTS | 58.68 | 6334 | 7.002 | 836 |
| after detailed placement | 56.96 | 6147 | 6.969 | 820 |
| after global placement | 56.96 | 6147 | 7.090 | 820 |
| after floorplan | - | 5532 | 8.249 | 654 |
Power is estimated from default activity; no workload was simulated.
